## flow/config.mk

```make
export PLATFORM = sky130hd
export DESIGN_NAME = display
export DESIGN_NICKNAME = display
export VERILOG_FILES = /design/flow/design.v
export SDC_FILE = /design/flow/constraint.sdc
export NUM_CORES = 4
export LEC_CHECK = 1
export CORE_UTILIZATION = 40
```

## flow/constraint.sdc

```tcl
current_design display

set clk_period 7.7
set clk_io_pct 0.2

create_clock -name clk0 -period $clk_period [get_ports {clk}]

set non_clock_inputs [all_inputs -no_clocks]
set_input_delay [expr $clk_period * $clk_io_pct] -clock clk0 $non_clock_inputs
set_output_delay [expr $clk_period * $clk_io_pct] -clock clk0 [all_outputs]
```

## flow/design.v

```verilog
module an_gen(
  input rst,
  input [1:0] an_gen_i,
  output reg [3:0] an
  );
always @ ( * )
begin
  an = 4'hF;
  if(~rst)
    begin
      an = 4'hF ^ (1'b1<<an_gen_i);
    end
end
endmodule
 module contador_up(
 	input clk,
 	input rst,
    input up,
 	output reg [31:0] q
     );
  always @(posedge clk)
 	begin
 	if (rst == 1)
 		q<=0;
 	else
 		if(up == 1)
 			q<=q+1;
 	end
 endmodule
module dec_to_7_seg(
  input rst,
  input [3:0] din,
  output reg [6:0] seg
  );
  always @ ( * )
  begin
    if(rst)
      seg = 7'b0000000;
    else
      begin
        case(din)
          0:seg = 7'b1000000; 
          1:seg = 7'b1111001; 
          2:seg = 7'b0100100; 
          3:seg = 7'b0110000; 
          4:seg = 7'b0011001; 
          5:seg = 7'b0010010; 
          6:seg = 7'b0000010; 
          7:seg = 7'b1111000; 
          8:seg = 7'b0000000; 
          9:seg = 7'b0010000; 
          'hA:seg = 7'b0001000;
          'hB:seg = 7'b0000011;
          'hC:seg = 7'b1000110;
          'hD:seg = 7'b0100001;
          'hE:seg = 7'b0000110;
          'hF:seg = 7'b0001110;
        endcase
      end
  end
endmodule
module display(
  input clk,
  input rst,
  input [5:0] div_value,
  input [15:0] din,
  output [3:0] an,
  output [6:0] seg
  );
wire [1:0] an_gen;
div_clk_module div_clk_module_inst(
  .clk(clk),
  .rst(rst),
  .div(div_value),
  .an_gen_o(an_gen)
  );
wire [3:0] mux_4_o;
mux_4 mux_inst(
  .in1(din[3:0]),
 	.in2(din[7:4]),
  .in3(din[11:8]),
  .in4(din[15:12]),
 	.out(mux_4_o),
 	.ctl(an_gen)
  );
dec_to_7_seg dec_to_7_seg_inst(
  .rst(rst),
  .din(mux_4_o),
  .seg(seg)
  );
an_gen an_gen_inst(
  .rst(rst),
  .an_gen_i(an_gen),
  .an(an)
  );
endmodule
module div_clk_module(
  input clk,
  input rst,
  input [5:0] div,
  output [1:0] an_gen_o
  );
wire [31:0] contador_o;
assign an_gen_o[0] = contador_o[div];
assign an_gen_o[1] = contador_o[div+1];
contador_up div_clk_counter(
   .clk(clk),
   .rst(rst),
   .up(1'b1),
   .q(contador_o)
);
endmodule
 module generic_mux #(parameter DATA_WIDTH=32)
 (
 	input [DATA_WIDTH-1:0] a,
 	input [DATA_WIDTH-1:0] b,
 	output reg [DATA_WIDTH-1:0] c,
 	input ctl);
 always @(*)
 begin
 	if (ctl)
 		c = b;
 	else
 		c = a;
 end
 endmodule
module mux_4 #(parameter DATA_WIDTH=4)
(
  input [DATA_WIDTH-1:0] in1,
 	input [DATA_WIDTH-1:0] in2,
  input [DATA_WIDTH-1:0] in3,
  input [DATA_WIDTH-1:0] in4,
 	output [DATA_WIDTH-1:0] out,
 	input [1:0] ctl
);
wire [DATA_WIDTH-1:0] out_mux_000;
generic_mux #(.DATA_WIDTH(DATA_WIDTH)) mux_000(
  .a(in1),
  .b(in2),
  .c(out_mux_000),
  .ctl(ctl[0])
  );
wire [DATA_WIDTH-1:0] out_mux_001;
generic_mux #(.DATA_WIDTH(DATA_WIDTH)) mux_001(
  .a(in3),
  .b(in4),
  .c(out_mux_001),
  .ctl(ctl[0])
  );
wire [DATA_WIDTH-1:0] out_mux_010;
generic_mux #(.DATA_WIDTH(DATA_WIDTH)) mux_010(
  .a(out_mux_000),
  .b(out_mux_001),
  .c(out),
  .ctl(ctl[1])
  );
endmodule
```

## flow/run.sh

```bash
#!/bin/bash
# OpenROAD 26Q1-2900-gdf79404cd8, Yosys 0.63+post, stock flow scripts
make -C /OpenROAD-flow-scripts/flow DESIGN_CONFIG=/design/flow/config.mk WORK_HOME=/design/flow/orfs finish
```

==> impl_metrics.yaml <==
# physical design summary
power:
  cellPowerDensity_nw_per_um2: 139
  leakage_nw: 1.08
  vdd_drop_max_mv: 0.0876
cts:
  cts_buffers: 5
  clk_pin_slew_ns: 0.07
  worstSkewPairLatency_ns: 0.29
  cts_resized: 0
  cts_sinks: 32
  cts_root_buf: "clkbuf_8"
  h-tree-depth: 2
  cts_tree: "yes"
  hold_buffers: 0
  cts_setup_buffers: 0
  clock_path_buffers: 2
detailed_routing:
  antenna_cells_inserted: 0
  via_count: 1970
  drc: 0
  vias_per_cell: 5.32
  wl_per_cell_um: 14.3
  drt_pre_antenna_iters: 4
  dr.first_iter.drc_count: 76
  routed_wl_um: 5270
  drtAntennaViolNets: 0
critical_path:
  required_ns: 6.16
  path_max_fanout: 16
  critPathSlowestCell: "clkdlybuf4s50_1"
  cp-endpoint: "seg[0]"
  r2r-start: "div_clk_module_inst.div_clk_counter.q[2]"
  worstSetupPathType: "in2out"
  start_kind: "input port"
  cp_data_arrival_time_ns: 5.42
  worstSetupEndpointType: "output pin"
  r2r_cells: 7
  reg2reg_slack_ns: 5.50
  path_cells: "clkdlybuf4s50_1 > mux4_2 > mux2i_1 > mux2i_1 > a32o_1 > mux2_2 > inv_1 > ha_1 > nand3_1 > a21boi_1 > o22ai_1 > clkdlybuf4s50_1"
  timing.rr.end: "div_clk_module_inst.div_clk_counter.q[29]"
  cp_slowest_stage_delay_ns: 1.00
  setup.worst_path.start: "div_value[1]"
sta:
  fin_skew_ns: 0.00721
  hold_violations: 0
  timing.slew.headroom_pct: 45.8
  fmax_mhz: 144
  fin_crit_ns: 6.96
  setup_viol: 0
  rsz0062_at_grt: "false"
  slew_violations: 0
  max_slew.worst_pin.slew_ns: 0.810
  fin_crit_sh_pct: 90.4
  setup_tns_ns: 0
job:
  max_cap_violations: 0
  warnings: 31
cells_and_area:
  mostFrequentLayoutCells: "nor2_1 (36), clkdlybuf4s50_1 (34), dfxtp_1 (32), mux2i_1 (20)"
  largest_registers: "div_clk_module_inst.div_clk_counter.q x32"
  synthToLayoutAreaGrowth_pct: 19.4
  final_common_cell: "nor2_1"
  largest-register: "div_clk_module_inst.div_clk_counter.q"
  largest_reg_flops: 32
  drive_gt1_share_pct: 12.2
  final_area_um2: 2920
yosys:
  yosysTopAreaCell: "dfxtp_1"
  flop_cell: "dfxtp_1"
  numSynthFlops: 32
  synth_cells: 263
  yosys_area_um2: 2440
  post_synth.cell_area_avg_um2: 9.29
  top_area_share_pct: 26.2
  async_flop_share_pct: 0
  syn_area_um2: 2440
  ys_types: 50
  ys_cells: 263
  ys_seq_share_pct: 26.2
  edf_count: 0
  synthTopCellsByArea: "dfxtp_1 (26%), mux4_2 (12%), mux2i_1 (8.2%)"
  yosysWarnings: 4
floorplan:
  die_y_um: 80.1
  rows: 28
  dieArea_um2: 6420
  num_io_pins: 35
  die_width_um: 80.1
  fp_util_pct: 41.3
  core_area_um2: 5920
outcome:
  status: "finished, final reports clean"
min_path:
  min_path_type: "reg2reg"
  hp-start: "div_clk_module_inst.div_clk_counter.q[0]"
placement:
  post-dp-hpwl_um: 3860
  port_buffers: 34
  place_congestion: 0.865
  place_area_um2: 2810
grt:
  grt_pass1_wl_um: 8940
  track_usage_pct: 18.3
  gr-total-overflow: 0
  grt_max_degree: 38
  antenna_found_initial: 0
  grt_pass1_vias: 1867
cell families (layout without fill, tap and decap cells):
logic type      count (synthesis)  in the layout  share of synthesized area [%]
fa+ha+maj                       8              8                           4.10
simple gates                  110            110                           23.4
mux                            37             37                           22.3
flops                          32             32                           26.2
compound gates                 27             27                           9.12
xor+xnor                       28             28                           10.0
buf+inv                        21             53                           4.82
stage by stage:
stage                     std cells  setup slack, ns  hold WS [ns]  total power, W  utilization, %
final                           370            0.736         0.472        0.000406            49.2
after global routing            370            0.418         0.512        0.000425            49.2
after CTS                       370            0.713         0.478        0.000409            49.2
after detailed placement        362            0.722         0.467        0.000252            47.4
after global placement          362            0.742         0.455        0.000252            47.4
after floorplan                 263             2.27         0.429        0.000223               -
critical path: cells and delay by family:
family | cells | cell delay [ns]
compound gates | 3 | 0.70
simple gates | 1 | 0.12
fa+ha+maj | 1 | 0.21
buf+inv | 3 | 1.60
mux | 4 | 1.24
Yosys cell counts, drive strengths merged (2+ instances only):
master,count
or3,6
nor3,3
o22ai,2
a22oi,2
nand4,3
ha,8
xor2,19
xnor2,9
nand3,19
nor2b,3
mux2i,21
inv,9
dfxtp,32
o21ai,5
and2,6
nor2,36
and3,5
clkbuf,5
a31oi,3
mux2,3
buf,7
nand2,20
and4,4
mux4,13
a21oi,6
nand2b,4
where the power goes:
part	switching (W)	total, W	internal, W
clock network	0.0000615	0.000157	0.0000959
registers	0.00000193	0.000169	0.000167
logic	0.0000367	0.0000796	0.0000429
total	0.000100	0.000406	0.000306
final cells by class:
cell class	count	area [um^2]
multi-input cells	210	1680
repair buffers	36	355
clock inverters	2	35.0
fillers	550	3010
clock buffers	6	72.6
inverters	9	33.8
well taps	75	93.8
flip-flops and latches	32	641
how the worst min path moves through the flow:
stage | endpoint | slack [ns] | depth (start not counted)
after CTS | div_clk_module_inst.div_clk_counter.q[0] | 0.48 | 1
after global routing | div_clk_module_inst.div_clk_counter.q[0] | 0.51 | 1
final | div_clk_module_inst.div_clk_counter.q[0] | 0.47 | 1
routing by layer:
layer,vias to the layer above,GRT usage [%],wire (um)
li1,999,-,-
met1,921,28.5,2660
met2,44,28.5,2300
met3,6,2.54,243
met4,0,2.14,70
met5,-,0,0
No activity file was given, so power comes from the tool's default toggle rates.
